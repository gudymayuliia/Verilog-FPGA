`design/flow/run.sh`:
```
#!/bin/bash
# OpenROAD 26Q1-2900-gdf79404cd8, Yosys 0.63+post, stock flow scripts
make -C /OpenROAD-flow-scripts/flow DESIGN_CONFIG=/design/flow/config.mk WORK_HOME=/design/flow/orfs finish
```
`design/flow/constraint.sdc`:
```
current_design stack

set clk_period 3.2
set clk_io_pct 0.2

create_clock -name clk0 -period $clk_period [get_ports {clk}]

set non_clock_inputs [all_inputs -no_clocks]
set_input_delay [expr $clk_period * $clk_io_pct] -clock clk0 $non_clock_inputs
set_output_delay [expr $clk_period * $clk_io_pct] -clock clk0 [all_outputs]
```
`design/flow/config.mk`:
```
export PLATFORM = sky130hd
export DESIGN_NAME = stack
export DESIGN_NICKNAME = stack
export VERILOG_FILES = /design/flow/design.v
export SDC_FILE = /design/flow/constraint.sdc
export NUM_CORES = 4
export LEC_CHECK = 1
export CORE_UTILIZATION = 50
```
`design/flow/design.v`:
```
module stack
(
    input wire clk, reset,
    input wire pop, push,
    input wire [7:0] push_data,
    output wire empty, full,
    output wire [7:0] pop_data
);
reg [7:0] stack [15:0];   
reg [3:0] ptr_reg, ptr_next;
reg full_reg, empty_reg, full_next, empty_next;
wire push_en;
always @(posedge clk)
    if (push_en)
        stack[ptr_reg] <= push_data;
assign pop_data = stack[ptr_reg];
assign push_en = push & ~full_reg;
always @(posedge clk, posedge reset)
    if (reset)
    begin
        ptr_reg <= 0;
        full_reg <= 1'b0;
        empty_reg <= 1'b1;
    end
    else
    begin
        ptr_reg <= ptr_next;
        full_reg <= full_next;
        empty_reg <= empty_next;
    end
always @*
begin
    ptr_next = ptr_reg;
    full_next = full_reg;
    empty_next = empty_reg;
    case ({push, pop})
        2'b01:  
            if (~empty_reg)  
            begin
                ptr_next = ptr_reg -1;
                full_next = 1'b0;
                if (ptr_next == 0)
                    empty_next = 1'b1;
                else empty_next = 1'b0;
            end
        2'b10:  
            if (~full_reg)  
            begin
                ptr_next = ptr_reg +1;
                empty_next = 1'b0;
                if (ptr_next == 15)
                    full_next = 1'b1;
                else full_next = 1'b0;
            end
    endcase
end
assign full = full_reg;
assign empty = empty_reg;
endmodule
```
==> Changelog: implementation <==
### Physical design

* Max Used Layer: met4
* Max Buffers Root-to-Sink at 2
* Max Clock Skew at 0.00728 ns
* Area contributors post-synth: edfxtp_1 (71%), mux4_2 (7.5%), mux4_1 (6.8%), dfrtp_1 (2.3%), a22oi_1 (2.2%)
* Vias per inst at ~6
* Remaining DRCs at 0
* CP Launch Type: flop
* Initial DRT Pass Iterations at 4
* Max Cap Viol at 0
* Distinct cell type count after synthesis at 28
* Most frequent cell after synthesis: edfxtp_1
* Max-area cell share at 0.707
* IO Pins at 22
* Antenna viol nets, final at 0
* Core area at about 10,000 sq um
* #FFs+latches synth at around 130
* Total number of vias at between 2,000 and 3,000
* DRT met1 WL at between 4000 and 5000 microns
* Peak Freq at approximately 0.32 GHz
* EDFF count, synth at roughly 130
* Max reg flops at between 100 and 150
* DRT Wirelength at between 10,000 and 15,000 microns
* # Cells Yosys at around 260
* Crit-path max FO at 10
* Status: finished, final reports clean
* Worst Path Arrival at between 2 and 3 ns
* Area growth syn-to-layout at 19.8%
* GRT Resource Usage Total at 0.230
* Final tally of hold violations at 0
* Area leader, netlist: edfxtp_1
* Port buffer count at 21
* Met3 routed WL at approximately 1400 microns
* GR Overflow Total at 0
* Max IR drop VDD at around 0.63 mV
* Slowest stage delay, CP at between 0.5 and 0.6 ns
* First-pass GRT wire length at roughly 16,000 microns
* Share of cells above drive strength 1 at 0.252
* Drt wl/cell at 24.1 microns
* Critical path class: flop to output port
* Cell Chain, Critical Path: buf_12 > mux4_1 > a22oi_2 > nand2_2 > clkdlybuf4s50_1
* DR WL met2 at between 5000 and 6000 microns
* Fin cells at 450
* Fp_density at 0.522
* Synthesis warning total at 1
* Post-synth top cells: edfxtp_1 (128), mux4_2 (18), a22oi_1 (16), and3_1 (16), mux4_1 (14)
* Final Max Tran Viols at 0
* Post-synthesis cell count at between 200 and 300
* Cell Area, Synth at 5440 sq um
* Cell count after placement at between 400 and 500
* Synth Seq Share at 0.735
* Worst slew margin at 0.595
* Dominant Register Cell: edfxtp_1
* RSZ-0062 raised after global routing: true
* CTS H-Tree Depth at 4
* Critical path endpoint category: output port
* Largest net degree at the start of global routing at ~40
* Mean post-synth cell area at 20.7 sq um
* CP max-delay cell: mux4_1
* Yosys chip area at ~5400 sq um
* Die Span Y at about 110 microns
* CTS Sinks at around 130
* PwrDens at ~930 nW/um^2
* Die width at ~110 microns
* Initial antenna violation count at 0
* FF-to-FF setup slack at 1.07 ns
* CTS Hold Bufs at 0
* HP Class: primary input to asynchronous set/reset pin
* Worst-Margin Slew at between 0.6 and 0.7 ns
* Vias in the first global route at 2,909
* Worst skew pair latency at a little over 0.5 ns
* Fin crit period at approximately 3.1 ns
* Final Cycle Share at 0.980
* Critical path data required time at around 2.6 ns
* Final setup violation count at 0
* Iteration-0 DRC Markers at around 88
* Final GP Congestion at about 0.75
* Post-synth ARST share at 0.0448
* Ant diodes at 0
* DIE AREA at approximately 11,000 sq um
* Tool warnings at 32
* TritonCTS Buffers at 17
* DP Wirelength at 6090 microns
* Pwr Total at approximately 6000 uW
* CTS tree: built
* Reg clk slew, reported paths at approximately 0.060 ns
* FP Rows at 37
* Clk root buf: clkbuf_8
* Leakage at between 0.002 and 0.0025 uW
## final cells by class
| class | count | area [sq um] |
|---|---|---|
| clock buffer | 20 | 425 |
| timing repair buffer | 34 | 403 |
| inverter | 3 | 11.3 |
| tap | 136 | 170 |
| clock inverter | 12 | 159 |
| sequential | 134 | 4000 |
| fill | 743 | 3910 |
| multi-input combinational | 111 | 1340 |
## logic make-up after synthesis
family,Yosys count,share of synthesized area
multiplexers,33,0.144
buffers and inverters,18,0.0244
XOR/XNOR,8,0.0129
flip-flops,134,0.735
adder cells (fa/ha/maj),6,0.0138
AND-OR/OR-AND,22,0.0283
AND/OR/NAND/NOR,42,0.0414
## per-layer routing
metal,global-route usage,up-vias
li1,-,1163
met1,0.337,1351
met2,0.334,143
met3,0.152,6
met4,0.0248,0
met5,0.0190,-
## what timing repair did
| action | CTS | global route |
|---|---|---|
| endpoints found under the setup margin | 5 | 8 |
| hold endpoints to repair | 0 | 0 |
| pin swaps | 0 | 4 |
| setup buffers | 0 | 4 |
| gates cloned | 2 | 1 |
| resized | 0 | 26 |
## through the flow
step | area (sq um) | utilization | worst slack [ns] | TNS [ns] | hold WS (ns)
after CTS | 6410 | 0.616 | -0.0235 | -0.0854 | 0.320
final | 6510 | 0.625 | 0.0625 | 0 | 0.340
after global routing | 6510 | 0.625 | -0.0436 | -0.0560 | 0.359
after floorplan | 5440 | - | 1.12 | 0 | 0.430
after global placement | 5770 | 0.554 | 0.423 | 0 | 0.499
after detailed placement | 5770 | 0.554 | 0.455 | 0 | 0.501
## placed cells by master, fill, tap and decap left out, types with 5 or more instances in the layout
| master | n |
|---|---|
| a22oi_2 | 12 |
| and3_1 | 16 |
| buf_4 | 6 |
| clkbuf_16 | 17 |
| clkdlybuf4s50_1 | 19 |
| edfxtp_1 | 128 |
| ha_1 | 6 |
| mux4_1 | 7 |
| mux4_2 | 25 |
| nand2_1 | 8 |
| xor2_1 | 5 |
## worst paths after layout
kind / cells after the start / end / startpoint
hold reg to reg: 2 / empty_reg / empty_reg
setup reg to reg: 2 / stack[15][4] / ptr_reg[2]
setup / recovery: 5 / pop_data[2] / ptr_reg[0]
hold / removal: 2 / full_reg / reset
min in group clk0: 2 / empty_reg / empty_reg
max in group asynchronous: 2 / empty_reg / reset
## power breakdown
part	internal (uW)	switching [uW]
Clock	1250	658
Sequential	2140	92.2
Combinational	1010	938
Total	4390	1690
## critical path, delay by kind of cell, from the launching register on
family | cells | cell delay [ns]
DFF | 1 | 0.44
muxes | 1 | 0.59
AOI/OAI and AO/OA | 1 | 0.24
buffers and inverters | 2 | 0.62
and+or+nand+nor | 1 | 0.10
Power figures rest on the tool's default switching activity, not on a simulated workload.
