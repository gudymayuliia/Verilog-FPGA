File: /design/flow/config.mk
export PLATFORM = sky130hd
export DESIGN_NAME = stopwatch
export DESIGN_NICKNAME = stopwatch
export VERILOG_FILES = /design/flow/design.v
export SDC_FILE = /design/flow/constraint.sdc
export NUM_CORES = 4
export LEC_CHECK = 1
export CORE_UTILIZATION = 40
File: /design/flow/constraint.sdc
current_design stopwatch

set clk_period 3.4
set clk_io_pct 0.2

create_clock -name clk0 -period $clk_period [get_ports {clk}]

set non_clock_inputs [all_inputs -no_clocks]
set_input_delay [expr $clk_period * $clk_io_pct] -clock clk0 $non_clock_inputs
set_output_delay [expr $clk_period * $clk_io_pct] -clock clk0 [all_outputs]
File: /design/flow/design.v
module stopwatch(
    input wire clk,
    input wire go,  
    input wire clr,  
    output wire [3:0] d3, d2, d1, d0,
    output reg [3:0] an,         
    output reg [6:0] sseg,       
    output reg dp                
);
localparam DVSR = 5000000;
reg [22:0] counter;
wire [22:0] counter_next;
reg [3:0] d3_reg, d2_reg, d1_reg, d0_reg;
reg [3:0] hex_in;
wire [3:0] d3_next, d2_next, d1_next, d0_next;
wire d3_en, d1_en, d2_en, d0_en;
wire max_tick, d0_tick, d1_tick, d2_tick;
always @(posedge clk)
begin
if(clr)
    begin
    counter <=0; 
    d3_reg <= 0;
    d2_reg <= 0;
    d1_reg <= 0;
    d0_reg <= 0;
    end
else if(go) begin
    counter <= counter_next;
    d3_reg <= d3_next;
    d2_reg <= d2_next;
    d1_reg <= d1_next;
    d0_reg <= d0_next;
end
end
assign counter_next = (counter == DVSR) ? 4'b0 : counter + 1;
assign max_tick = (counter == DVSR) ? 1'b1 : 1'b0;
assign d0_en = max_tick;
assign d0_next = (d0_en && d0_reg == 9) ? 4'b0 :
                 (d0_en) ? d0_reg + 1 : d0_reg;
assign d0_tick = (d0_reg == 9) ? 1'b1 : 1'b0;
assign d1_en = max_tick & d0_tick;
assign d1_next = (d1_en && d1_reg == 9) ? 4'b0 :
                 (d1_en) ? d1_reg + 1 :
                 d1_reg;
assign d1_tick = (d1_reg == 9) ? 1'b1 : 1'b0;
assign d2_en = max_tick & d0_tick & d1_tick;
assign d2_next = (d2_en && d2_reg == 9) ? 4'b0 :
                 (d2_en) ? d2_reg + 1 :
                 d2_reg;
assign d2_tick = (d2_reg == 9) ? 1'b1 : 1'b0;
assign d3_en = max_tick & d0_tick & d1_tick & d2_tick;
assign d3_next = (d3_en && d3_reg == 5) ? 4'b0 :
                 (d3_en) ? d3_reg + 1 :
                 d3_reg;
assign d0 = d0_reg;
assign d1 = d1_reg;
assign d2 = d2_reg;
assign d3 = d3_reg;
reg [17:0] c_reg;
wire [17:0] c_next;
always @(posedge clk, posedge clr) 
if(clr) c_reg <= 0;
else c_reg <= c_next;
assign c_next = c_reg + 1;
always @*
case (c_reg[17:16])
2'b00: 
    begin
    an = 4'b1110;
    hex_in = d0_reg;
    dp = 1'b1;
    end
2'b01: 
    begin
    an = 4'b1101;
    hex_in = d1_reg;
    dp = 1'b1;
    end
2'b10: 
    begin
    an = 4'b1011;
    hex_in = d2_reg;
    dp = 1'b1;
    end
2'b11: 
    begin
    an = 4'b0111;
    hex_in = d3_reg;
    dp = 1'b1;
    end
endcase
always @* begin 
case(hex_in)
   4'd0 : sseg = 7'b1000000;
   4'd1 : sseg = 7'b1111001;
   4'd2 : sseg = 7'b0100100;
   4'd3 : sseg = 7'b0110000;
   4'd4 : sseg = 7'b0011001;
   4'd5 : sseg = 7'b0010010;
   4'd6 : sseg = 7'b0000010;
   4'd7 : sseg = 7'b1111000;
   4'd8 : sseg = 7'b0000000;
   4'd9 : sseg = 7'b0010000;
   default : sseg = 7'b0111111; 
  endcase
end
endmodule
File: /design/flow/run.sh
#!/bin/bash
# OpenROAD 26Q1-2900-gdf79404cd8, Yosys 0.63+post, stock flow scripts
make -C /OpenROAD-flow-scripts/flow DESIGN_CONFIG=/design/flow/config.mk WORK_HOME=/design/flow/orfs finish
==> impl_metrics.yaml <==
# synthesis and place-and-route metrics
power_and_ir_drop:
  power.share.sequential_pct: 47.7
  netSwitchingFraction_pct: 21.30
  power.share.clock_pct: 50.4
  irDropWorstVdd_uv: 187.9
  power.combinational.fraction_pct: 1.9
  intPower_uw: 1116
  static-leakage-power_uw: 0.001352
  switching_power_uw: 302.0
  total_power_per_unit_cell_area_nw_per_um2: 398.1
  p_total_uw: 1418
routing:
  antenna-diode-count: 0
  route.antenna.remaining_nets: 0
  routed_wire_length_per_instance_um: 12.63
  remaining_drc_errors: 0
  route.detailed.vias_per_inst: 5.035
  drt-total-wl_um: 5785
  routed-via-count: 2306
  drt-pass1-iter-count: 4
  drt_first_iter_violations: 98
critical_path:
  worst_ep_arrival_time_ns: 2.47
  crit_path_frequent_cell: "sky130_fd_sc_hd__o21ai_0"
  critical_path.max_fanout: 9
  worst_path_max_delay_cell: "sky130_fd_sc_hd__mux4_2"
  cpPeakStageDelay_ns: 0.63
  critical_path.n_buffers_inverters: 1
  cp_top_family: "multiplexers"
  timing.critical_path.from_type: "flip-flop"
  timing.critical_path.cells: "mux4_2, o21ai_0, o31a_1, o21ai_0, clkdlybuf4s50_1"
  path_class: "flip-flop to primary output"
  sort_of_element_at_the_end_of_the_critical_path: "primary output"
  cp.required_ns: 2.72
synthesis:
  synth-area-yosys_um2: 2924
  synth.yosys.warnings: 1
  post_synth_instance_area_um2: 2924
  ys_seq_elements: 57
  synth.avg_cell_area_um2: 9.109
  post_synth_inst_count: 321
  synthArstFlopShare_pct: 31.58
  synth_seq_share_pct: 42.11
  enable_flop_cells: 0
  synth-cells-yosys: 321
  post_synth_top_flop: "sky130_fd_sc_hd__dfxtp_1"
  synth.lib_cells_used.distinct: 44
finish:
  layout_area_overhead_pct: 21.78
  comb_area_um2: 1590
  ff_latch_area_um2: 1231
  fillers: 635
  largest_register_ffs: 23
  drive_gt1_share_pct: 8.287
  layout.cell_area.non_filler_um2: 3561
final_timing:
  accumulated_negative_setup_slack_ns: 0
  achievable-frequency_mhz: 317.3
  setup_viol_count_final: 0
  post-route-min-period_ns: 3.152
  final_critical_path_setup_slack_ns: 0.2482
  tightestPinTransition_ns: 0.6627
  final.setup_skew_ns: 0.005561
  final_report_max_slew_violation_count: 0
  slew_headroom_pct: 55.68
  rsz0062_at_grt: "no"
  final_hold_viol_count: 0
  layout_worst_path_cycle_share_pct: 92.70
die:
  ioPinCount: 31
  fp-utilization_pct: 42.11
  dieWidth_um: 87.50
  die-height_um: 87.50
  fp-row-count: 30
  core_area_um2: 6944
  die_area_um2: 7656
placement:
  post-place-ws_ns: 0.5900
  placed_cell_area_um2: 3333
  io_port_bufs: 29
  place.gp.congestion: 0.8525
  hpwl_um: 4009
clock_network:
  cts_tree: "yes"
  total_cts_buffers: 9
  cts.sinks: 57
  cts-htree-levels: 3
  clk_pin_slew_worst_paths_ns: 0.07
  postCtsResizedCells: 0
  cts.hold.buffers_added: 0
  root_buffer: "sky130_fd_sc_hd__clkbuf_8"
  worst_case_clock_buffer_depth: 2
  worstSkewPairLatency_ns: 0.33
  cts_post_setup_buffers_inserted: 0
grt:
  overflow: 0
  grt_max_degree: 24
  grt_antenna_before_repair: 0
  grt_usage_pct: 16.39
  grt_first_pass_wirelength_um: 9646
  via_count_of_the_first_global_routing_pass: 2062
min_path:
  hold_class: "flip-flop to flip-flop"
outcome:
  outcome: "finished clean"
flow_run:
  maxCapViolations: 0
  stage_log_warnings: 32
[power by group through the flow]
stage	Clock (µW)	Combinational (µW)	Sequential, µW
CTS	731	27.4	676
global route	764	30.3	676
finish	715	26.7	676
[layout make-up]
cell class	instances	area share [%]
Clock buffer	10	3.865
Inverter	17	1.792
Multi-Input combinational cell	238	44.66
Timing Repair Buffer	34	9.206
Tap cell	96	3.373
Clock inverter	6	2.530
Sequential cell	57	34.57
[worst paths after layout]
kind                                 start   endpoint  slack [ns]  cells after the start
max in group asynchronous              clr   c_reg[5]        1.98                      3
min in group asynchronous              clr  c_reg[17]        1.21                      3
worst min register to register    c_reg[8]   c_reg[8]        0.46                      1
worst max-delay path             c_reg[17]    sseg[3]        0.25                      5
worst min-delay path              c_reg[8]   c_reg[8]        0.46                      1
worst max register to register  counter[4]  d3_reg[0]        0.98                      6
[kinds of logic (layout without fill, tap and decap cells)]
family | Yosys count | after routing | synth area share, %
simple gates | 145 | 145 | 26.49
flops | 57 | 57 | 42.11
xor+xnor | 38 | 38 | 11.38
compound gates | 33 | 33 | 6.290
buf+inv | 26 | 67 | 3.509
fa+ha+maj | 14 | 14 | 5.991
mux | 7 | 7 | 4.108
other cells | 1 | 1 | 0.1282
[placed cells by master (no fill, tap or decap), types with 11 or more instances in the layout]
master / n
sky130_fd_sc_hd__a21oi_1: 15
sky130_fd_sc_hd__clkdlybuf4s50_1: 29
sky130_fd_sc_hd__dfrtp_1: 18
sky130_fd_sc_hd__dfxtp_1: 39
sky130_fd_sc_hd__ha_1: 14
sky130_fd_sc_hd__inv_1: 17
sky130_fd_sc_hd__nand2_1: 29
sky130_fd_sc_hd__nand3_1: 18
sky130_fd_sc_hd__nand4_1: 11
sky130_fd_sc_hd__nor2_1: 38
sky130_fd_sc_hd__xnor2_1: 19
sky130_fd_sc_hd__xor2_1: 19
[synth_stat cells, drive strengths merged (2+ instances only)]
master  count  area, µm²
and3        6      37.54
mux4        4      90.09
nand3      19      100.1
or3        10      62.56
or4         4      33.78
nor2       38      142.6
nor3        5      25.02
xnor2      19      166.4
nand2      29      108.9
xor2       19      166.4
clkbuf      7      26.28
nor4        4      40.04
mux2i       3      30.03
buf         2      12.51
dfxtp      39      780.8
o31ai       2      15.01
dfrtp      18      450.4
nor2b       3      18.77
ha         14      175.2
and3b       3      26.28
nand2b      2      12.51
and4        2      17.52
o21ai      10      50.05
nand4      12      81.33
a31oi       2      12.51
a21oi      15      75.07
inv        17      63.81
o21a        2      15.01
[worst reg2reg max path, cell delays in order, from the launching register on]
cell                      delay, ns
sky130_fd_sc_hd__dfxtp_1       0.37
sky130_fd_sc_hd__or4_4         0.56
sky130_fd_sc_hd__nor4_4        0.47
sky130_fd_sc_hd__nand4_1       0.16
sky130_fd_sc_hd__buf_4         0.22
sky130_fd_sc_hd__or4_1         0.41
sky130_fd_sc_hd__a21oi_1       0.15
[metal layers]
layer  routed length [µm]  track usage [%]  vias up
li1                     -                -     1183
met1                 2924            25.00     1065
met5                    0                0        -
met4                   95            2.534        0
met2                 2553            25.99       48
met3                  213            2.500       10
[per-stage QoR]
step	utilization [%]	cells	hold WS, ns
finish	51.28	458	0.4607
global route	51.28	458	0.4706
CTS	51.28	458	0.4655
detailed placement	48.00	442	0.4538
global placement	48.00	442	0.4540
floorplan	-	321	0.4348
Power and IR drop assume default switching activity.
