==> design/flow/design.v <==
module rotating_square
#(parameter base_counter=10_000_000)
(
    input wire clk,
    input wire reset, cw,
    output reg [3:0] an,         
    output reg [7:0] in0,in1,in2,in3      
);
reg[23:0] counter=0; 
reg[3:0] turn =0;  
wire[23:0] counter_next;
reg[3:0] turn_next=0;
wire max_tick;
always @(posedge clk, posedge reset) begin
    if (reset) begin
        counter <= 0;
        turn <= 0;
    end else begin
        counter <= counter_next;
        turn <= turn_next;
    end
end
    assign counter_next = (counter == base_counter-1) ? 24'd0 : counter + 1'b1;   
    assign max_tick = (counter == base_counter-1) ? 1'b1 : 1'b0;
always @* begin
turn_next=turn;
if(max_tick) begin
    if(cw) turn_next = (turn == 7) ?4'd0 : turn+1'b1; 
    else turn_next =(turn == 0)? 4'd7 : turn-1'b1;    
    end
end
always @* begin
in0=8'hff; in1=8'hff; in2=8'hff; in3=8'hff;
    case (turn)
      4'd0: in3={1'b1,7'b0011100};
      4'd1: in2={1'b1,7'b0011100};
      4'd2: in1={1'b1,7'b0011100};
      4'd3: in0={1'b1,7'b0011100};
      4'd4: in0={1'b1,7'b1100010};  
      4'd5: in1={1'b1,7'b1100010};
      4'd6: in2={1'b1,7'b1100010};
      4'd7: in3={1'b1,7'b1100010};
    endcase
end
endmodule
==> design/flow/run.sh <==
#!/bin/bash
# OpenROAD 26Q1-2900-gdf79404cd8, Yosys 0.63+post, stock flow scripts
make -C /OpenROAD-flow-scripts/flow DESIGN_CONFIG=/design/flow/config.mk WORK_HOME=/design/flow/orfs finish
==> design/flow/config.mk <==
export PLATFORM = sky130hd
export DESIGN_NAME = rotating_square
export DESIGN_NICKNAME = rotating_square
export VERILOG_FILES = /design/flow/design.v
export SDC_FILE = /design/flow/constraint.sdc
export NUM_CORES = 4
export LEC_CHECK = 1
export CORE_AREA = 10 10 101 101
export DIE_AREA = 0 0 111 111
==> design/flow/constraint.sdc <==
current_design rotating_square

set clk_period 3.2
set clk_io_pct 0.2

create_clock -name clk0 -period $clk_period [get_ports {clk}]

set non_clock_inputs [all_inputs -no_clocks]
set_input_delay [expr $clk_period * $clk_io_pct] -clock clk0 $non_clock_inputs
set_output_delay [expr $clk_period * $clk_io_pct] -clock clk0 [all_outputs]
==> flow_summary.toml <==
# generated from flow reports
[yosys]
topCellsByArea = "dfrtp_1 38%, buf_4 9.9%, ha_1 6.2%"
largest_area_cell = "dfrtp_1"
synth_seq_share_pct = 38.36
topCombFamilyByArea = "simple AND/OR/NAND/NOR gates"
synth_cell_types = 41
ys_chip_area_sq_um = 1827
xor_area_share_pct = 9.110
synthTopCellsByCount = "28 x dfrtp_1, 24 x buf_4, 14 x nand2_1, 12 x nor2_1, 11 x xor2_1"
mux_area_share_pct = 1.096
synth_top_area_share_pct = 38.36
synth_flops = 28
most_common_cell = "dfrtp_1"
ys_sh_simple_pct = 26.51
avgSynthCellArea_sq_um = 9.465
synthAoiAreaFrac_pct = 6.575
ys_warn_count = 5
synth_adder_area_share_pct = 6.164
synth-async-reset-ratio_pct = 100.0
synth_area_sq_um = 1827
edf_count = 0
yosys_cells = 193
synth-main-ff-cell = "dfrtp_1"
syn-instance-count = 193

[place]
routabilityCongestion = 0.8186
hpwl_um = 2778
port_buffers = 30
dp_worst_setup_slack_ps = 930.9
dp_cells = 308

[sta]
final_critical_path_setup_slack_ps = 646.6
fin_crit_sh_pct = 79.79
relSlewSlack_pct = 51.77
rsz0062_at_grt = "false"
setup_viol = 0
period_needed_ps = 2553
worstMarginPinSlew_ps = 719.5
finalMaxSlewViolations = 0
skew_ps = 4.697
report.final.hold_viol_count = 0
tns_ps = 0
max_freq_mhz = 391.6

[clocking]
cts_resized = 0
cts.sinks = 28
cts_tree = "yes"
clock_path_buffers = 2
htree_levels = 1
clkLatencyLatePin_ps = 270
post_cts_buffers = 0
path_clk_slew_ps = 90
cts_root_buf = "clkbuf_8"
cts_made_buffers = 3
hold_buffers = 0

[finish]
logic_area_sq_um = 933.4
final-instance-count-excl-fill = 312
area_growth_pct = 18.63
seqCellArea_sq_um = 700.7
fill_cells = 842
layout-drive-gt1-share_pct = 7.246
finish.utilization_pct = 26.64

[min_path]
hold_class = "flip-flop to flip-flop"

[die]
core_sq_um = 8134
die_x_um = 111
fp_util_pct = 22.46
row_count = 33
die_y_um = 111
dieArea_sq_um = 12320
io_pins = 39

[job]
max-cap-violations = 0
warnings = 31

[worst_setup_path]
crit_path_frequent_cell = "ha_1"
crit_family = "buffers and inverters"
path_buffers = 2
critPathKind = "flip-flop to output port"
slowest_delay_ps = 480
worst_setup_path_start_kind = "flip-flop"
crit_arrival_ps = 1910
ff2ff_setup_slack_ps = 1190
critPathSlowestCell = "dfrtp_1"
crit_fanout = 8
path_cells = "inv_1 > ha_1 > ha_1 > nand2b_1 > clkdlybuf4s50_1"
cp-end-kind = "output port"
cp.required_ps = 2560

[grt]
grt_max_degree = 29
antenna_found_initial = 0
gr-total-overflow = 0
grt_use_total_pct = 6.137
grt_pass1_vias = 1375
grt_pass1_wl_um = 6720

[detailed_routing]
drt_iter0_drc = 105
route.vias.total = 1297
totalWireLength_um = 3701
diodes = 0
drt-vias-per-instance = 4.157
drc = 0
drtPass1Iterations = 4
wire_per_inst_um = 11.86
antenna_left = 0

[power_and_ir_drop]
irDropWorstVdd_v = 0.0001522
internal_power_mw = 0.5362
p_switching_mw = 0.1202
p_comb_share_pct = 4.3
netSwitchingFraction_pct = 18.31
clkPwrFrac_pct = 41.2
total_power_mw = 0.6564
p_per_area_nw_per_um2 = 302.9
p_seq_share_pct = 54.5
p_leak_nw = 0.9475

[run_status]
outcome = "finished, final reports clean"
final cells by class:
cell class,instances,area share (%)
timing repair buffer,31,14.20
clock inverter,1,1.386
multi-input combinational,138,43.07
tap,105,6.062
clock buffer,3,1.905
sequential,28,32.33
inverter,6,1.039
cells by family after synthesis:
group | count (synthesis)
buffers and inverters | 33
flip-flops | 28
AND/OR/NAND/NOR | 81
XOR/XNOR | 19
AND-OR/OR-AND | 19
multiplexers | 2
adder cells (fa/ha/maj) | 9
other | 2
registers in the layout (all words and copies together), names as in the netlist:
signal   flops
counter     24
turn         4
power by group through the flow:
| stage | Combinational (mW) | Sequential (mW) | Clock, mW |
|---|---|---|---|
| 6_report | 0.0285 | 0.357 | 0.270 |
| 5_1_grt | 0.0333 | 0.358 | 0.301 |
| 4_1_cts | 0.0305 | 0.358 | 0.287 |
stage by stage:
stage	hold slack (ps)	cell area (sq um)
6_report	493.2	2167
3_3_place_gp	477.4	2096
5_1_grt	523.3	2167
3_5_place_dp	476.4	2096
2_1_floorplan	447.9	1849
4_1_cts	496.8	2167
final timing paths:
| kind | start | end | depth (start not counted) |
|---|---|---|---|
| setup / recovery | turn[0]$_DFFE_PP0N_ | in3[6] | 5 |
| hold / removal | counter[0]$_DFF_PP0_ | counter[0]$_DFF_PP0_ | 1 |
| setup reg to reg | counter[7]$_DFF_PP0_ | counter[20]$_DFF_PP0_ | 4 |
| hold reg to reg | counter[0]$_DFF_PP0_ | counter[0]$_DFF_PP0_ | 1 |
| max in group asynchronous | reset | counter[21]$_DFF_PP0_ | 3 |
| min in group asynchronous | reset | counter[0]$_DFF_PP0_ | 3 |
per-layer routing:
layer	vias to the layer above	share of wire, %	global-route usage [%]
met5	-	0	0
met1	601	49	8.734
met4	0	1.0	0.7813
li1	671	-	-
met2	23	43	9.198
met3	2	6.5	1.861
layout by cell type, fill, tap and decap left out, types with 3 or more instances in the layout:
cell,count
ha_1,9
nand2_1,14
nand4_1,8
and2_1,5
conb_1,8
and4_1,4
nor3_1,4
clkdlybuf4s50_1,30
nand3_1,9
xnor2_1,8
a21oi_1,4
xor2_1,11
inv_1,6
dfrtp_1,28
o31ai_1,4
or2_2,3
clkbuf_8,3
or4_1,3
o21ai_0,5
nor2_1,12
nand2b_1,3
Power figures rest on the tool's default switching activity, not on a simulated workload.
